`design/flow/config.mk`:
```
export PLATFORM = sky130hd
export DESIGN_NAME = EX_pipe_stage
export DESIGN_NICKNAME = EX_pipe_stage
export VERILOG_FILES = /design/flow/design.v
export SDC_FILE = /design/flow/constraint.sdc
export NUM_CORES = 4
export LEC_CHECK = 1
export CORE_UTILIZATION = 50
```
`design/flow/constraint.sdc`:
```
current_design EX_pipe_stage

set clk_period 263.0
set clk_io_pct 0.2

create_clock -name clk0 -period $clk_period

set non_clock_inputs [all_inputs -no_clocks]
set_input_delay [expr $clk_period * $clk_io_pct] -clock clk0 $non_clock_inputs
set_output_delay [expr $clk_period * $clk_io_pct] -clock clk0 [all_outputs]
```
`design/flow/design.v`:
```
`timescale 1ns / 1ps
module ALU(
    input [31:0] a,  
    input [31:0] b, 
    input [3:0] alu_control,
    output zero, 
    output reg [31:0] alu_result); 
    wire signed [31:0] signed_a; 
    assign signed_a = a;
 always @(*)
 begin   
      case(alu_control)  
      4'b0000: alu_result = a & b;  
      4'b0001: alu_result = a | b;  
      4'b0010: alu_result = a + b;  
      4'b0100: alu_result = a ^ b;  
      4'b0101: alu_result = a * b;  
      4'b0110: alu_result = a - b;  
      4'b0111: alu_result = (a<b) ? 32'd1 : 32'd0;  
      4'b1000: alu_result = a << b[10:6];  
      4'b1001: alu_result = a >> b[10:6];  
      4'b1010: alu_result = signed_a >>> b[10:6];  
      4'b1011: alu_result = a/b;  
      4'b1100: alu_result = ~(a | b);  
      default: alu_result = a + b;  
      endcase  
 end  
 assign zero = (alu_result==32'd0) ? 1'b1: 1'b0;
endmodule
`timescale 1ns / 1ps
 module ALUControl(
    input [1:0] ALUOp, 
    input [5:0] Function,
    output reg[3:0] ALU_Control);  
    wire [7:0] ALUControlIn;  
    assign ALUControlIn = {ALUOp,Function};  
    always @(ALUControlIn)  
    casex (ALUControlIn)  
        8'b1x100100: ALU_Control=4'b0000;  
        8'b10100101: ALU_Control=4'b0001;  
        8'b00xxxxxx: ALU_Control=4'b0010; 
        8'b10100000: ALU_Control=4'b0010;
        8'b10100010: ALU_Control=4'b0110;  
        8'b10100111: ALU_Control=4'b1100;
        8'b10101010: ALU_Control=4'b0111;
        8'b10100110: ALU_Control=4'b0100;
        8'b10011000: ALU_Control=4'b0101;
        8'b10011010: ALU_Control=4'b1011;
        8'b10000000: ALU_Control=4'b1000;
        8'b10000010: ALU_Control=4'b1001;
        8'b10000011: ALU_Control=4'b1010;
        8'b11001100: ALU_Control=4'b0000;
        8'b01xxxxxx: ALU_Control=4'b0110;
        default: ALU_Control=4'b0000;  
    endcase  
endmodule
`timescale 1ns / 1ps
module EX_pipe_stage(
    input [31:0] id_ex_instr,
    input [31:0] reg1, reg2,
    input [31:0] id_ex_imm_value,
    input [31:0] ex_mem_alu_result,
    input [31:0] mem_wb_write_back_result,
    input id_ex_alu_src,
    input [1:0] id_ex_alu_op,
    input [1:0] Forward_A, Forward_B,
    output [31:0] alu_in2_out,
    output [31:0] alu_result
    );
    wire [31:0] alu_input1;
    wire [31:0] alu_input2;
    wire [3:0] ALU_Control;
    mux4#(.mux_width(32)) alu_input1_mux (
        .a(reg1),
        .b(mem_wb_write_back_result),
        .c(ex_mem_alu_result),
        .d(32'b0),
        .sel(Forward_A),
        .y(alu_input1));
    mux4#(.mux_width(32)) alu_in2_out_mux (
        .a(reg2),
        .b(mem_wb_write_back_result),
        .c(ex_mem_alu_result),
        .d(32'b0),
        .sel(Forward_B),
        .y(alu_in2_out));
    mux2#(.mux_width(32)) alu_input2_mux (
        .a(alu_in2_out),
        .b(id_ex_imm_value),
        .sel(id_ex_alu_src),
        .y(alu_input2));
    ALU ALU_inst(
        .a(alu_input1),
        .b(alu_input2),
        .alu_control(ALU_Control),
        .alu_result(alu_result));
    ALUControl ALUControl_inst (
        .ALUOp(id_ex_alu_op), 
        .Function(id_ex_instr[5:0]),
        .ALU_Control(ALU_Control));
endmodule
`timescale 1ns / 1ps
module mux2 #(parameter mux_width= 32)
(   input [mux_width-1:0] a,b,
    input sel,
    output [mux_width-1:0] y
    );
    assign y = sel ? b : a;
endmodule
`timescale 1ns / 1ps
module mux4#(parameter mux_width= 32)(
    input [mux_width-1:0] a,b,c,d,
    input [1:0] sel,
    output [mux_width-1:0] y
    );
    assign y = sel[1] ? (sel[0] ? d : c) : (sel[0] ? b : a);
endmodule
```
`design/flow/run.sh`:
```
#!/bin/bash
# OpenROAD 26Q1-2900-gdf79404cd8, Yosys 0.63+post, stock flow scripts
make -C /OpenROAD-flow-scripts/flow DESIGN_CONFIG=/design/flow/config.mk WORK_HOME=/design/flow/orfs finish
```
==> flow_metrics.env <==
# flow metrics
export IMPL_wl_per_cell_um=27.0
export IMPL_ctsResizeCount=0
export IMPL_cp_required_ps=210400
export IMPL_routed_wl_mm=248
export IMPL_portBuffers=237
export IMPL_hp_class="primary input to primary output"
export IMPL_worstMarginPinSlew_ps=1270
export IMPL_peakVddDrop_v=0.0000931
export IMPL_p_total_uw=786
export IMPL_rsz0062_at_grt="no"
export IMPL_openroad_warnings=126
export IMPL_p_per_area_nw_per_um2=13.4
export IMPL_end_kind="primary output"
export IMPL_nClkBuffers=0
export IMPL_grt_max_degree=68
export IMPL_grt_pass1_vias=55500
export IMPL_crit_path_top_delay_cell="o221ai_1"
export IMPL_drive_gt1_frac=0.0616
export IMPL_gr_total_overflow=0
export IMPL_dp_cells=9168
export IMPL_cts_hold_buffers=0
export IMPL_intPower_uw=288
export IMPL_finalHoldViolCount=0
export IMPL_rows=119
export IMPL_outcome="completed"
export IMPL_syn_to_final_growth_pct=9.00
export IMPL_flops=0
export IMPL_vias=59000
export IMPL_yosysSeqAreaShare=0
export IMPL_p_sw_frac=0.634
export IMPL_critPathLaunchType="primary input"
export IMPL_yosys_top_cells_count="nand2_1, nor2_1, ha_1"
export IMPL_tns_ps=0
export IMPL_fin_crit_sh=0.743
export IMPL_ys_area_sq_um=53800
export IMPL_slew_violations=0
export IMPL_syn_area_sq_um=53800
export IMPL_largest_area_cell="ha_1"
export IMPL_critical_path_arrival_ps=142710
export IMPL_most_common_cell="nand2_1"
export IMPL_gp_congestion=1.14
export IMPL_path_class="primary input to primary output"
export IMPL_fin_cells=9182
export IMPL_worst_hold_slack_ps=106200
export IMPL_slew_headroom=0.146
export IMPL_synth_cell_type_count=110
export IMPL_via_per_inst=6.43
export IMPL_grt_total_usage=0.466
export IMPL_initCoreUtil=0.508
export IMPL_hold_path_endpoint="alu_in2_out[28]"
export IMPL_io_pins=263
export IMPL_drt_iter0_markers=5534
export IMPL_antenna_found_initial=18
export IMPL_min_path_cells=4
export IMPL_switchingPower_uw=499
export IMPL_firstDrtPassIters=8
export IMPL_yosys_warnings=2
export IMPL_top_cells_by_area="ha_1, fa_1, nand2_1"
export IMPL_worst_path_largest_cell_delay_ps=890
export IMPL_route_detailed_drc=0
export IMPL_finalSetupViolCount=0
export IMPL_die_y_um=330
export IMPL_ys_cells=7655
export IMPL_min_period_ps=195310
export IMPL_avgSynthCellArea_sq_um=7.03
export IMPL_final_util=0.553
export IMPL_cp_max_fo=38
export IMPL_hp_start="mem_wb_write_back_result[28]"
export IMPL_nFillCells=10300
export IMPL_seq_area_sq_um=0
export IMPL_design_core_area_sq_um=106000
export IMPL_cp_common_cell="ha_1"
export IMPL_hpwl_mm=197
export IMPL_top_area_frac=0.174
export IMPL_cap_violations=0
export IMPL_post_cts_buffers=0
export IMPL_die_w_um=330
export IMPL_fmax_mhz=5.12
export IMPL_grt_pass1_wl_mm=362
export IMPL_leakage_nw=27.9
export IMPL_die_area_sq_um=109000
export IMPL_syn_inst=7655
export IMPL_ant_nets=0
==> placed cells by master (no fill, tap or decap), drive strengths merged, types with 76 or more instances in the layout <==
master | Yosys | final
xnor2 | 276 | 276
clkdlybuf4s50 | 0 | 232
mux2i | 137 | 137
a21oi | 569 | 569
nor2b | 76 | 76
xor2 | 178 | 178
inv | 722 | 722
fa | 410 | 410
nand3 | 163 | 163
o21a | 149 | 149
o21ai | 422 | 422
buf | 79 | 225
nor2 | 799 | 799
nand2 | 955 | 955
ha | 750 | 750
nor3 | 179 | 179
mux2 | 77 | 77
a21o | 170 | 170
a31oi | 106 | 106
==> final cells by class <==
class	instances	area, sq um	share of cell area
multi-input cells	6584	50100	0.854
repair buffers	457	4010	0.0684
inverters	736	2760	0.0471
well taps	1391	1740	0.0297
diodes	14	35.0	0.000597
==> worst max-delay path by stage <==
| stage | slack (ps) | to | depth (start not counted) | from |
|---|---|---|---|---|
| 5_1_grt | 62530 | alu_result[0] | 312 | id_ex_alu_src |
| 6_report | 67690 | alu_result[0] | 312 | id_ex_alu_src |
| 4_1_cts | 70350 | alu_result[0] | 310 | id_ex_alu_src |
==> cell families (layout without fill, tap and decap cells) <==
| group | count (synthesis) | after routing | synth area share |
|---|---|---|---|
| adders and majority gates | 1160 | 1160 | 0.327 |
| muxes | 215 | 215 | 0.0423 |
| and+or+nand+nor | 2613 | 2613 | 0.219 |
| other | 0 | 14 | 0 |
| buffers and inverters | 1071 | 1193 | 0.0763 |
| AOI/OAI and AO/OA | 2142 | 2142 | 0.262 |
| xor gates and xnor gates | 454 | 454 | 0.0739 |
==> worst max-delay path: cells and delay by family <==
| family | cells | cell delay, ps |
|---|---|---|
| buf+inv | 34 | 8990 |
| mux | 3 | 1090 |
| compound gates | 156 | 44960 |
| simple gates | 88 | 24530 |
| fa+ha+maj | 31 | 10150 |
==> routing by layer <==
layer  vias to the layer above  part of all wire  global-route usage
met3                       856              0.13               0.198
met1                     27600              0.39               0.600
li1                      27200                 -                   -
met5                         -            0.0013              0.0148
met4                        20             0.078               0.281
met2                      3331              0.40               0.649
==> through the flow <==
step / cell area, sq um / setup WS [ps]
2_1_floorplan: 53800 / 85430
6_report: 58700 / 67690
3_5_place_dp: 58600 / 70710
4_1_cts: 58600 / 70350
3_3_place_gp: 58600 / 71100
5_1_grt: 58600 / 62530
