==> design.v <==
`timescale 1ns / 1ps
module ID_pipe_stage(
    input  clk, reset,
    input  [9:0] pc_plus4,
    input  [31:0] instr,
    input  mem_wb_reg_write,
    input  [4:0] mem_wb_write_reg_addr,
    input  [31:0] mem_wb_write_back_data,
    input  Data_Hazard,
    input  Control_Hazard,
    output [31:0] reg1, reg2,
    output [31:0] imm_value,
    output [9:0] branch_address,
    output [9:0] jump_address,
    output branch_taken,
    output [4:0] destination_reg, 
    output mem_to_reg,
    output [1:0] alu_op,
    output mem_read,  
    output mem_write,
    output alu_src,
    output reg_write,
    output jump
    );
    wire hazard;
    wire mem_to_reg_target;
    wire [1:0] alu_op_target;
    wire mem_read_target;
    wire mem_write_target;
    wire alu_src_target;
    wire reg_write_target;
    wire [6:0] hazard_mux_input_0;
    wire [6:0] hazard_mux_output;
    wire [5:0] instr_31_26;
    wire reg_dst;
    wire [15:0] instr_15_0;
    wire [31:0] sign_extended_imme;
    wire [4:0] instr_20_16;
    wire [4:0] instr_15_11;
    wire [4:0] instr_25_21;
    wire branch;
    wire [31:0] reg_read_data_1;
    wire [31:0] reg_read_data_2;
    wire eq_test;
    assign hazard = (!Data_Hazard) || Control_Hazard;
    assign hazard_mux_input_0 = {mem_to_reg_target, alu_op_target, mem_read_target, mem_write_target, alu_src_target, reg_write_target};
    assign mem_to_reg = hazard_mux_output[6];
    assign alu_op = hazard_mux_output[5:4];
    assign mem_read = hazard_mux_output[3];
    assign mem_write = hazard_mux_output[2];
    assign alu_src = hazard_mux_output[1];
    assign reg_write = hazard_mux_output[0];
    assign instr_31_26 = instr[31:26];
    assign instr_15_0 = instr[15:0];
    assign instr_20_16 = instr[20:16];
    assign instr_15_11 = instr[15:11];
    assign instr_25_21 = instr[25:21];
    assign jump_address = instr[25:0] << 2;
    assign branch_address = (sign_extended_imme << 2) + pc_plus4;
    assign branch_taken = branch && eq_test;
    assign eq_test = ((reg_read_data_1 ^ reg_read_data_2) == 32'b0) ? 1'b1 : 1'b0;
    assign reg1 = reg_read_data_1;
    assign reg2 = reg_read_data_2;
    assign imm_value = sign_extended_imme;
    mux2 #(.mux_width(7)) hazard_mux (   
    .a(hazard_mux_input_0),
    .b(7'b0),
    .sel(hazard),
    .y(hazard_mux_output));
    control control_inst (
        .reset(reset),
        .opcode(instr_31_26),  
        .reg_dst(reg_dst), 
        .mem_to_reg(mem_to_reg_target), 
        .alu_op(alu_op_target),  
        .mem_read(mem_read_target), 
        .mem_write(mem_write_target), 
        .alu_src(alu_src_target), 
        .reg_write(reg_write_target), 
        .branch(branch), 
        .jump(jump));
    register_file register_file_inst (
        .clk(clk),
        .reset(reset),  
        .reg_write_en(mem_wb_reg_write),  
        .reg_write_dest(mem_wb_write_reg_addr),  
        .reg_write_data(mem_wb_write_back_data),
        .reg_read_addr_1(instr_25_21), 
        .reg_read_addr_2(instr_20_16),  
        .reg_read_data_1(reg_read_data_1),  
        .reg_read_data_2(reg_read_data_2));
    sign_extend sign_extend_inst (
        .sign_ex_in(instr_15_0),
        .sign_ex_out(sign_extended_imme));
    mux2 #(.mux_width(5)) reg_dst_mux
    (   .a(instr_20_16),
        .b(instr_15_11),
        .sel(reg_dst),
        .y(destination_reg));
endmodule
`timescale 1ns / 1ps
module control(
    input reset,
    input[5:0] opcode,  
    output reg reg_dst, mem_to_reg, 
    output reg [1:0] alu_op,  
    output reg mem_read, mem_write, alu_src, reg_write, branch, jump 
    );
always @(*)  
 begin  
      if(reset == 1'b1) begin  
                reg_dst = 1'b0;  
                mem_to_reg = 1'b0;  
                alu_op = 2'b10;  
                mem_read = 1'b0;  
                mem_write = 1'b0;  
                alu_src = 1'b0;  
                reg_write = 1'b0;  
                branch = 1'b0; 
                jump = 1'b0;    
      end  
      else begin  
      casex(opcode)   
      6'b000000: begin  
                reg_dst = 1'b1;  
                mem_to_reg = 1'b0;  
                alu_op = 2'b10;  
                mem_read = 1'b0;  
                mem_write = 1'b0;  
                alu_src = 1'b0;  
                reg_write = 1'b1;
                branch = 1'b0; 
                jump = 1'b0;    
                end
      6'b110000: begin  
                reg_dst = 1'b1;  
                mem_to_reg = 1'b0;  
                alu_op = 2'b10;  
                mem_read = 1'b0;  
                mem_write = 1'b0;  
                alu_src = 1'b1;  
                reg_write = 1'b1;
                branch = 1'b0; 
                jump = 1'b0;    
                end
      6'b001000: begin  
                reg_dst = 1'b0;  
                mem_to_reg = 1'b0;  
                alu_op = 2'b00;  
                mem_read = 1'b0;  
                mem_write = 1'b0;  
                alu_src = 1'b1;  
                reg_write = 1'b1;
                branch = 1'b0; 
                jump = 1'b0;    
                end 
      6'b001xxx: begin  
                reg_dst = 1'b0;  
                mem_to_reg = 1'b0;  
                alu_op = 2'b11;  
                mem_read = 1'b0;  
                mem_write = 1'b0;  
                alu_src = 1'b1;  
                reg_write = 1'b1; 
                branch = 1'b0; 
                jump = 1'b0;   
                end
      6'b100011: begin  
                reg_dst = 1'b0;  
                mem_to_reg = 1'b1;  
                alu_op = 2'b00;    
                mem_read = 1'b1;  
                mem_write = 1'b0;  
                alu_src = 1'b1;  
                reg_write = 1'b1;   
                branch = 1'b0; 
                jump = 1'b0;
                end  
      6'b101011: begin  
                reg_dst = 1'b0;  
                mem_to_reg = 1'b0;  
                alu_op = 2'b00;    
                mem_read = 1'b0;  
                mem_write = 1'b1;  
                alu_src = 1'b1;  
                reg_write = 1'b0;  
                branch = 1'b0; 
                jump = 1'b0;
                end 
       6'b00010x: begin  
                reg_dst = 1'b0;  
                mem_to_reg = 1'b0;  
                alu_op = 2'b01;  
                mem_read = 1'b0;  
                mem_write = 1'b0;  
                alu_src = 1'b0;  
                reg_write = 1'b0;
                branch = 1'b1; 
                jump = 1'b0;    
                end 
       6'b000010: begin  
                reg_dst = 1'b0;  
                mem_to_reg = 1'b0;  
                alu_op = 2'b00;  
                mem_read = 1'b0;  
                mem_write = 1'b0;  
                alu_src = 1'b0;  
                reg_write = 1'b0;
                branch = 1'b0; 
                jump = 1'b1;    
                end 
      endcase  
      end  
 end 
 endmodule 
`timescale 1ns / 1ps
module mux2 #(parameter mux_width= 32)
(   input [mux_width-1:0] a,b,
    input sel,
    output [mux_width-1:0] y
    );
    assign y = sel ? b : a;
endmodule
`timescale 1ns / 1ps
module register_file(
    input clk, reset,  
    input reg_write_en,  
    input [4:0] reg_write_dest,  
    input [31:0] reg_write_data,
    input [4:0] reg_read_addr_1, 
    input [4:0] reg_read_addr_2,  
    output [31:0] reg_read_data_1,  
    output [31:0] reg_read_data_2 
    );
    reg [31:0] reg_array [31:0];  
    always @ (negedge clk ) begin  
           if(reset) begin  
                reg_array[0] <= 32'b0;  
                reg_array[1] <= 32'b0;  
                reg_array[2] <= 32'b0;  
                reg_array[3] <= 32'b0;  
                reg_array[4] <= 32'b0;  
                reg_array[5] <= 32'b0;  
                reg_array[6] <= 32'b0;  
                reg_array[7] <= 32'b0; 
                reg_array[8] <= 32'b0;  
                reg_array[9] <= 32'b0;  
                reg_array[10] <= 32'b0;  
                reg_array[11] <= 32'b0;  
                reg_array[12] <= 32'b0;  
                reg_array[13] <= 32'b0;  
                reg_array[14] <= 32'b0;  
                reg_array[15] <= 32'b0;
                reg_array[16] <= 32'b0;  
                reg_array[17] <= 32'b0; 
                reg_array[18] <= 32'b0;  
                reg_array[19] <= 32'b0;  
                reg_array[20] <= 32'b0; 
                reg_array[21] <= 32'b0;  
                reg_array[22] <= 32'b0;  
                reg_array[23] <= 32'b0;  
                reg_array[24] <= 32'b0;  
                reg_array[25] <= 32'b0;  
                reg_array[26] <= 32'b0;  
                reg_array[27] <= 32'b0; 
                reg_array[28] <= 32'b0;  
                reg_array[29] <= 32'b0;  
                reg_array[30] <= 32'b0;  
                reg_array[31] <= 32'b0;     
           end  
           else begin  
                if(reg_write_en) begin  
                     reg_array[reg_write_dest] <= reg_write_data;  
                end  
           end  
      end  
      assign reg_read_data_1 = ( reg_read_addr_1 == 0)? 32'b0 : reg_array[reg_read_addr_1];  
      assign reg_read_data_2 = ( reg_read_addr_2 == 0)? 32'b0 : reg_array[reg_read_addr_2];  
endmodule
`timescale 1ns / 1ps
module sign_extend(
    input [15:0] sign_ex_in,
    output reg [31:0] sign_ex_out
    );
    always @(*) begin
        sign_ex_out = { {16{sign_ex_in[15]}}, sign_ex_in[15:0] };
    end
endmodule
==> run.sh <==
#!/bin/bash
# OpenROAD 26Q1-2900-gdf79404cd8, Yosys 0.63+post, stock flow scripts
make -C /OpenROAD-flow-scripts/flow DESIGN_CONFIG=/design/flow/config.mk WORK_HOME=/design/flow/orfs finish
==> config.mk <==
export PLATFORM = sky130hd
export DESIGN_NAME = ID_pipe_stage
export DESIGN_NICKNAME = ID_pipe_stage
export VERILOG_FILES = /design/flow/design.v
export SDC_FILE = /design/flow/constraint.sdc
export NUM_CORES = 4
export LEC_CHECK = 1
export CORE_UTILIZATION = 40
==> constraint.sdc <==
current_design ID_pipe_stage

set clk_period 9.3
set clk_io_pct 0.2

create_clock -name clk0 -period $clk_period [get_ports {clk}]

set non_clock_inputs [all_inputs -no_clocks]
set_input_delay [expr $clk_period * $clk_io_pct] -clock clk0 $non_clock_inputs
set_output_delay [expr $clk_period * $clk_io_pct] -clock clk0 [all_outputs]
==> Changelog: implementation <==
### Physical design

- Endpoints left unconstrained: 10
- Final WS setup: -1.23 ns
- Chip Footprint: 141000 µm²
- Ys flops: 1033
- Pwr Density: 194 nW/µm²
- Hold Vio Cnt, Final: 0
- Clk pwr share: 46.2%
- Detailed Routing Iterations Pass 1: 7
- Routability cong.: 0.961
- Clock Path Buffers: 3
- Post-Syn Area: 56000 µm²
- I/O Buffers: 201
- Number of enable flip-flop cells: 1024
- Combinational gate area: 24500 µm²
- Final setup violating endpoints: 2
- Met1 Wirelength: 64.6 mm
- Cell Area, Placed: 61100 µm²
- Synth warn: 3
- Startpoint types: flip-flop
- Chip Height: 376 µm
- Commonest Layout Cell: inv_1
- CP Class: flip-flop to output pin
- Top cells excl fill/tap: 1070 x inv_1, 1036 x and2_1, 1024 x edfxtp_1, 457 x mux4_2, 273 x buf_4
- Chip Width: 376 µm
- Largest net degree at the start of global routing: 77
- Vias: 39300
- RSZ-0062 raised after global routing: yes
- Internal cell power: 9.46 mW
- Io pins: 214
- Number of cells in the yosys synthesis report: 3741
- Area grow syn2layout: 25.5%
- Peak supply drop: 0.173 mV
- HP Class: input port to output pin
- Yosys chip area: 56000 µm²
- MUX area fraction: 22.4%
- Pleak: 28.7 nW
- WL met3: 39.7 mm
- Antenna viol nets, final: 0
- Cells after Synth: 3741
- Design Area, Final: 70300 µm²
- Antenna violations before repair: 11
- Vias per inst: 5.66
- NetSw: 4.16 mW
- Slew at the pin closest to its max-slew limit: 0.994 ns
- H-tree levels: 3
- Core Rows: 136
- Clock-pin slew on the worst setup and hold paths: 0.03 ns
- Comb power frac: 13.5%
- Share of layout cells above drive strength 1: 25.2%
- Dpl hpwl: 121 mm
- Post-synth ARST share: 0%
- Root buf cell: clkbuf_16
- Met2 WL: 88.0 mm
- Hold Slack: 3.72 ns
- Reg power frac: 40.3%
- Fill count: 11500
- Vias in the first global route: 43500
- Slew Viols, Final: 0
- Total grt overflow: 0
- Outcome: finished, violations left
- Fp util: 40.5%
- Flop area: 30900 µm²
- Worst Path Max Fanout: 2
- Overall routing resource usage: 31.5%
- Total of max-cap violations: 0
- Count of unclocked register or latch pins: 9
- CP Capture Type: output pin
- WL/cell: 29.0 µm
- Yosys aoi share: 4.27%
- WP data required: 7.44 ns
- Post-route DRC: 0
- Simple-gate share of the synthesized area: 13.5%
- Core Region: 138000 µm²
- Sw frac: 30.5%
- Fa+ha+maj area frac: 0.192%
- Distinct lib cells: 62
- Crit path DAT: 8.67 ns
- Synth Area per Inst: 15.0 µm²
- First-pass GRT wire length: 288 mm
- Top non-seq family: multiplexers
- Failing checks: negative setup slack
- Tool warning count: 1029
- Final WL: 202 mm
- Total CTS buffers: 114
- Relative slew margins: 33.7%
- Top sig layer: met5
- CTS tree: yes
- Initial DRC count: 2515
- Commonest flop: edfxtp_1
- Synth Area in XOR/XNOR: 0.610%
==> synthesized netlist by cell type (all sizes together) (11+ instances only) <==
cell	n	area (µm²)
a21oi	38	190
a211oi	28	215
mux2i	169	1690
buf	176	1140
nor2b	20	125
nor2	52	195
a22oi	51	383
mux2	51	574
and2	1037	6490
o22ai	30	188
or2	38	238
nor3	15	85.1
edfxtp	1024	30700
inv	11	41.3
clkbuf	252	946
nand2	29	109
xor2	25	219
xnor2	14	123
a221o	16	160
a221oi	32	280
mux4	457	10300
o221ai	42	368
a22o	26	228
==> worst max-delay path: stages (launching register included) <==
cell	delay, ns
edfxtp_1	0.37
mux4_2	0.52
a221o_1	0.36
o21ai_1	0.16
buf_4	0.17
a21oi_4	0.05
xor2_1	0.26
nor4_2	0.39
nand4_1	0.40
nor3_4	0.44
buf_4	0.16
==> registers in the layout (all words and copies together) (netlist names) <==
register                      count
register_file_inst.reg_array   1024
control_inst.alu_op               2
control_inst.alu_src              1
control_inst.branch               1
control_inst.jump                 1
control_inst.mem_read             1
control_inst.mem_write            1
control_inst.reg_dst              1
control_inst.reg_write            1
==> cell type report <==
cell class,instances,share of cell area (%)
Sequential cell,1033,44.0
Clock buffer,115,4.10
Inverter,13,0.0695
Timing Repair Buffer,522,6.88
Multi-Input combinational cell,2267,34.9
Tap cell,1863,3.32
Clock inverter,1118,6.71
Antenna cell,14,0.0499
==> power groups by stage <==
stage / clock network, mW / logic [mW] / registers (mW)
CTS: 6.46 / 1.81 / 5.48
global route: 6.99 / 1.91 / 5.51
finish: 6.29 / 1.84 / 5.48
==> path summary, 6_finish.rpt <==
kind	from	end	slack, ns	depth (start not counted)
worst max-delay path	register_file_inst.reg_array[15][10]	branch_taken	-1.23	10
worst min-delay path	pc_plus4[0]	branch_address[0]	3.72	0
==> what timing repair did <==
item / CTS / global route
hold buffers: 0 / 0
pin swaps: 100 / 57
gates resized: 315 / 65
setup buffers: 39 / 17
setup endpoints to repair: 63 / 42
cloned: 0 / 0
==> metal layers <==
layer	vias up	global-route usage, %
li1	16900	-
met1	19000	34.7
met2	3003	41.5
met3	425	29.1
met4	26	13.2
met5	-	4.32
==> per-stage QoR <==
| stage | setup TNS, ns | cells | power [mW] | setup slack, ns | util, % |
|---|---|---|---|---|---|
| after detailed placement | -0.695 | 5682 | 7.85 | -0.695 | 44.3 |
| after global placement | -0.787 | 5682 | 7.84 | -0.787 | 44.3 |
| after floorplan | 0 | 3742 | 7.03 | 0.584 | - |
| after global routing | -1.75 | 6940 | 14.4 | -1.32 | 50.8 |
| final | -1.49 | 6945 | 13.6 | -1.23 | 50.8 |
| after CTS | -1.59 | 6936 | 13.7 | -1.17 | 50.7 |
==> cells by family after synthesis <==
logic type               count (synthesis)
multiplexers                           677
buffers and inverters                  442
XOR/XNOR                                39
latches                                  9
other                                    1
AND/OR/NAND/NOR                       1233
adder cells (fa/ha/maj)                  8
AND-OR/OR-AND                          308
flip-flops                            1024
No activity file was given, so power comes from the tool's default toggle rates.
